<file path="./constraint.sdc">
current_design db_write

set clk_period 1.4
set clk_io_pct 0.2

create_clock -name clk0 -period $clk_period [get_ports {clk}]

set non_clock_inputs [all_inputs -no_clocks]
set_input_delay [expr $clk_period * $clk_io_pct] -clock clk0 $non_clock_inputs
set_output_delay [expr $clk_period * $clk_io_pct] -clock clk0 [all_outputs]
</file>
<file path="./design.v">
module db_write(input logic clk, input logic n_rst,
    input logic flush, input logic clear, input logic [6:0] buff_occ,
    input logic store_tx_data, input logic [7:0] tx_data,
    input logic store_rx_data, input logic [7:0] RX_packet_data,
    output logic write_en, output logic [7:0] write_data, output logic [6:0] write_ptr);
    logic next_en;
    logic [6:0] next_ptr;
    logic [7:0] next_data;
    always_ff @ (posedge clk, negedge n_rst) begin 
        if(~n_rst) begin
            write_ptr <= 7'b0;
            write_data <= 8'b0;
            write_en <= 1'b0;
        end
        else begin
            write_ptr <= next_ptr;
            write_data <= next_data;
            write_en <= next_en;
        end
    end
    always_comb begin
        next_en = 0;
        next_data = write_data;
        next_ptr = write_ptr;
        if(clear || flush) begin
            next_en = 1'b0;
            next_data = 8'b0;
            next_ptr = 7'b0;
        end
        else if(buff_occ < 7'd64) begin
            if(store_tx_data) begin
                next_en = 1'b1;
                next_data = tx_data;
                next_ptr = write_ptr + 1;
            end
            else if(store_rx_data) begin
                next_en = 1'b1;
                next_data = RX_packet_data;
                next_ptr = write_ptr + 1;
            end
        end
    end
endmodule
</file>
<file path="./config.mk">
export PLATFORM = sky130hd
export DESIGN_NAME = db_write
export DESIGN_NICKNAME = db_write
export VERILOG_FILES = /design/flow/design.v
export SDC_FILE = /design/flow/constraint.sdc
export NUM_CORES = 4
export LEC_CHECK = 1
export CORE_AREA = 10 10 96 96
export DIE_AREA = 0 0 106 106
</file>
<file path="./run.sh">
#!/bin/bash
# OpenROAD 26Q1-2900-gdf79404cd8, Yosys 0.63+post, stock flow scripts
make -C /OpenROAD-flow-scripts/flow DESIGN_CONFIG=/design/flow/config.mk WORK_HOME=/design/flow/orfs finish
</file>
==> notes.org <==
* Implementation run

** Timing
- Counting endpoints that fail hold in the final report gives 0.
- Achievable Freq :: 733 MHz
- Final cycle utilization of the critical path :: 97.5%
- Setup Viol. Count Final :: 0
- Setup total negative slack on the finished layout was measured at 0 ns.
- Clock skew after layout :: 0.00342 ns
- The worst path in the final design needs a cycle of 1.36 ns, including I/O delays and setup.
- Setup repair after global routing missed its margin :: yes
- For the pin with the worst max-slew slack, the measured transition is ~0.30 ns.
- Max Transition Viols Final :: 0
- Worst relative slew slack :: 80.1%
- Setup slack closes at 0.0353 ns.

** Logic synthesis
- Yosys warns :: 1
- The netlist uses 25 different library cells.
- The synthesized design contains 0 enable-type register cells.
- Flip-flop cell with the highest count after synthesis :: sky130_fd_sc_hd__dfrtp_1
- Yosys cell count :: roughly 77
- Flop and latch count out of synthesis :: 16
- Register share after synthesis :: ~50%
- The synthesized instance count is 77.
- For this run, asynchronously set or reset flops after synthesis account for 100%.
- Average instance area after synthesis :: 10.5 sq um
- The area recorded from the Yosys report for this design is 811 sq um.
- In this run the cell area of the synthesized design comes to 811 sq um.

** Floorplanning
- Row Count :: 31
- FP Util :: 11.2%
- Die height :: 106 um
- Area of the placeable core :: 7210 sq um
- Pin placement for this block handled 45 I/O pins.
- Die x size :: 106 um
- The die covers about 11000 sq um.

** Setup path
- Of all nets on the critical path, the largest fanout is 6.
- Data required time at the worst endpoint :: approximately 1.6 ns
- Kind of launch point of the worst setup path :: input pin
- Max incr delay on CP :: roughly 0.50 ns
- Arrival time of data at the critical path endpoint :: 1.53 ns
- Cells along the critical path :: clkdlybuf4s50_1, o21bai_4, or4_1, a21oi_1
- Worst setup EP type :: register
- Worst setup path class :: input pin to register
- Slowest cell on the critical path :: sky130_fd_sc_hd__or4_1

** Worst hold path
- Type of the tightest min-delay check :: input pin to asynchronous set/reset pin

** Clocking
- Clock network latency to the later pin of the worst-skew pair :: roughly 0.25 ns
- CTS HTree Levels :: 1
- The CTS log lists the clock sinks for this run as 16.
- CTS tree :: done
- CTS added clock buffers totalling 3.
- The post-CTS hold buffer count recorded in the log is 0.
- The registers of the reported paths see a clock transition of 0.06 ns.
- Maximum count of clock buffers along a single path :: 2
- The root buffer cell chosen for the clock tree is sky130_fd_sc_hd__clkbuf_8.

** Global route
- Number of antenna violations at the first check in global routing :: 0
- The via count of the first global-routing pass came to approximately 900.
- Entering global routing, the biggest net connects 17 pins.
- Wire length of the first global-routing pass :: 4360 um
- Global routing used 4.68% of the available tracks.
- GRT overflow :: 0

** Place
- Number of input and output port buffers inserted :: 38
- Prior to clock tree synthesis, the placed netlist has a worst setup slack of -0.299 ns.
- According to the dpl log, the detail-placed design has an HPWL of 2190 um.
- The placement summary gives the final routability congestion estimate as 0.798.

** Finish
- In this run the layout overhead on the synthesized area is reported as 88.7%.
- Fill count :: 792
- The library cells used most frequently in the layout, excluding fill and tap cells, are sky130_fd_sc_hd__clkdlybuf4s50_1 (31), sky130_fd_sc_hd__buf_4 (22), sky130_fd_sc_hd__dfrtp_1 (14).
- Most used logic cell in the final layout :: sky130_fd_sc_hd__clkdlybuf4s50_1
- Ratio of cells with drive above 1 in the final layout :: a little over a quarter

** Power and ir drop
- For this design the ratio of total power to cell area is just under 700 nW/um^2.
- VDD sags by at most 0.342 mV.
- The leakage component of the power was reported as 0.696 nW.

** Status
- The flow ran to the end, and the final reports show no timing, DRC or antenna violations.

** Routing
- Routed len/inst :: 11.8 um
- The iteration count recorded for the first detailed-route pass is 4.
- In this run, the number of DRC markers left after iteration 0 of detailed routing was 14.
- DRC violations left :: 0
- Using the TritonRoute via totals, the vias-per-cell ratio works out to about 3.6.
- ANT nets after route :: 0
- The wire length recorded after detailed routing is 2780 um.
- Antenna fix cells :: 0
- For this block, the via count after detailed routing is 835.

** Job
- The logs give a warning total of 32.
- The run reported a max-capacitance violation count of 0.
[synth_stat cells (2+ instances only)]
master / number / area [sq um]
sky130_fd_sc_hd__nand2_1: 4 / 15.0
sky130_fd_sc_hd__nand3_1: 2 / 10.0
sky130_fd_sc_hd__nand4_1: 2 / 12.5
sky130_fd_sc_hd__a21oi_1: 4 / 20.0
sky130_fd_sc_hd__or3_2: 2 / 15.0
sky130_fd_sc_hd__dfrtp_1: 16 / 400
sky130_fd_sc_hd__nor2_1: 11 / 41.3
sky130_fd_sc_hd__mux2i_1: 9 / 90.1
sky130_fd_sc_hd__o21ai_0: 2 / 10.0
sky130_fd_sc_hd__clkbuf_1: 2 / 7.51
sky130_fd_sc_hd__a211oi_1: 8 / 60.1
sky130_fd_sc_hd__or3_1: 2 / 12.5
[worst paths after layout]
path / from / end / slack, ns / cells after the start
min in group clk0: store_rx_data / write_ptr[2] / 0.55 / 4
max: buff_occ[6] / write_ptr[5] / 0.04 / 4
max in group asynchronous: n_rst / write_ptr[2] / 0.83 / 2
min reg2reg: write_data[1] / write_data[1] / 0.57 / 2
max reg2reg: write_ptr[1] / write_ptr[5] / 0.06 / 5
min: n_rst / write_ptr[0] / 0.37 / 2
[power by group]
group	switching, mW	internal [mW]	total, mW
Combinational	0.0769	0.130	0.207
Clock	0.152	0.191	0.343
Sequential	0.00646	0.475	0.481
[kinds of logic (layout without fill, tap and decap cells)]
group,Yosys count,after routing,share of synthesized area [%]
AND-OR/OR-AND,19,19,17.7
XOR/XNOR,1,1,1.08
adder cells (fa/ha/maj),1,1,1.54
buffers and inverters,6,65,4.32
flip-flops,16,16,49.4
multiplexers,9,9,11.1
AND/OR/NAND/NOR,25,25,14.8
[sequential cells by signal, indices dropped and copies added, names as in the netlist]
name        flops
write_data      8
write_en        1
write_ptr       7
[per-layer routing]
| metal | global-route usage, % | vias up | routed length [um] |
|---|---|---|---|
| li1 | - | 406 | - |
| met1 | 6.01 | 393 | 1210 |
| met2 | 7.51 | 34 | 1330 |
| met3 | 1.53 | 2 | 184 |
| met4 | 1.06 | 0 | 61 |
| met5 | 0 | - | 0 |
[worst max-delay path, delay by kind of cell]
kind                   cells  cell delay, ns
AOI/OAI and AO/OA          2            0.35
and+or+nand+nor            1            0.50
buffers and inverters      1            0.41
[what timing repair did]
action                     4_1_cts  5_1_grt
setup endpoints to repair       10        8
gates resized                    8        7
pin swaps                        0        0
buffers inserted                10        4
[final cells by class]
type / count / area [sq um] / share of cell area [%]
Sequential cell: 16 / 403 / 26.3
Tap cell: 99 / 124 / 8.09
Multi-Input combinational cell: 55 / 395 / 25.8
Timing Repair Buffer: 61 / 563 / 36.8
Inverter: 1 / 3.75 / 0.245
Clock buffer: 3 / 41.3 / 2.70
[stage by stage]
| step | power (mW) | hold WS, ns | util, % | cells | area (sq um) |
|---|---|---|---|---|---|
| 2_1_floorplan | 0.557 | -0.0156 | - | 77 | 811 |
| 3_3_place_gp | 0.686 | 0.552 | 18.7 | 218 | 1350 |
| 3_5_place_dp | 0.688 | 0.559 | 18.7 | 218 | 1350 |
| 4_1_cts | 1.05 | 0.368 | 20.4 | 231 | 1470 |
| 5_1_grt | 1.09 | 0.387 | 21.2 | 235 | 1530 |
| 6_report | 1.03 | 0.367 | 21.2 | 235 | 1530 |
No activity file was given, so power comes from the tool's default toggle rates.
