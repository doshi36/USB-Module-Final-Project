**design/flow/run.sh**
```bash
#!/bin/bash
# OpenROAD 26Q1-2900-gdf79404cd8, Yosys 0.63+post, stock flow scripts
make -C /OpenROAD-flow-scripts/flow DESIGN_CONFIG=/design/flow/config.mk WORK_HOME=/design/flow/orfs finish
```
**design/flow/config.mk**
```make
export PLATFORM = sky130hd
export DESIGN_NAME = rcv_timer
export DESIGN_NICKNAME = rcv_timer
export VERILOG_FILES = /design/flow/design.v
export SDC_FILE = /design/flow/constraint.sdc
export NUM_CORES = 4
export LEC_CHECK = 1
export CORE_AREA = 10 10 70 70
export DIE_AREA = 0 0 80 80
```
**design/flow/constraint.sdc**
```tcl
current_design rcv_timer

set clk_period 2.0
set clk_io_pct 0.2

create_clock -name clk0 -period $clk_period [get_ports {clk}]

set non_clock_inputs [all_inputs -no_clocks]
set_input_delay [expr $clk_period * $clk_io_pct] -clock clk0 $non_clock_inputs
set_output_delay [expr $clk_period * $clk_io_pct] -clock clk0 [all_outputs]
```
**design/flow/design.v**
```verilog
module rcv_flex_counter
#(
    parameter  NUM_CNT_BITS = 4 
)
(
    input logic clk,
    input logic n_rst,
    input logic clear,
    input logic count_enable,
    input logic [NUM_CNT_BITS - 1:0] rollover_val,
    output logic [NUM_CNT_BITS - 1:0] count_out,
    output logic rollover_flag
);
logic [NUM_CNT_BITS - 1:0] nxt_count;
logic nxt_rollover_flag;
always_ff @ (posedge clk, negedge n_rst) begin
    if (~n_rst) begin
        count_out <= 0;
        rollover_flag <= 0;
    end
    else begin
        count_out <= nxt_count;
        rollover_flag <= nxt_rollover_flag;
    end 
end
always_comb begin
    nxt_rollover_flag = 0;
    nxt_count = count_out;
    if (clear) begin
        nxt_rollover_flag = 0;
        nxt_count = 0;
    end 
    else if (count_enable) begin
        if (count_out == (rollover_val - 1)) begin
            nxt_rollover_flag = 1;
            nxt_count = count_out + 1;
        end 
        else if (count_out == rollover_val)
            nxt_count = 1;
        else
            nxt_count = count_out + 1;
    end
    else begin
        nxt_rollover_flag = rollover_flag;
        nxt_count = count_out;
    end
end
endmodule
module rcv_timer (
    input logic clk,
    input logic n_rst,
    input logic edge_sig,
    input logic transfer_active,
    output logic byte_finish,
    output logic packet_done
);
    logic [3:0] count_out;
    rcv_flex_counter #(.NUM_CNT_BITS(4)) timer_1(
                        .clk(clk),     
                        .n_rst(n_rst), 
                        .clear(edge_sig),
                        .count_out(count_out), 
                        .count_enable(transfer_active), 
                        .rollover_val(4'd8));
    always_comb begin
        if (count_out == 4'd2) begin
            packet_done = '1;
        end
        else begin
            packet_done = '0;
        end
    end
    assign finished = (byte_finish || !transfer_active);
    rcv_flex_counter #(.NUM_CNT_BITS(4)) timer_2(
                        .clk(clk), 
                        .n_rst(n_rst), 
                        .clear(finished), 
                        .count_enable(packet_done), 
                        .rollover_val(4'd8), 
                        .rollover_flag(byte_finish));
endmodule
```
==> flow_metrics.tcl <==
# metrics dict for downstream scripts
set metrics [dict create \
    clk_latency_ps 260 \
    yosys_area_um2 526 \
    drc 0 \
    wl_per_cell_um 9.62 \
    grt_antenna_before_repair 0 \
    maxCapViolCount 0 \
    maxSlewViolCount 0 \
    gp_congestion 0.790 \
    rsz0062_at_grt "no" \
    setup_viol 0 \
    fin_crit_ps 1570 \
    skew_ps 3.14 \
    path_class "register to output port" \
    die_area_um2 6400 \
    port_buffers 5 \
    grt_pass1_vias 381 \
    startpoint_type "register" \
    vias 419 \
    initial_core_util 0.154 \
    path_clk_slew_ps 60 \
    numSynthFlops 9 \
    syn_area_um2 526 \
    cp_cell_sequence "ha_1 -> nor3b_4 -> dlymetal6s2s_1" \
    drt-pass1-iter-count 4 \
    cts_buffer_depth 2 \
    grt_usage 0.0331 \
    h-tree-depth 1 \
    ant_nets 0 \
    viasPerCell 3.88 \
    critPathMaxStageDelay_ps 430 \
    status "finished, final reports clean" \
    synthesis.instances 51 \
    total_power_uw 383 \
    yosysWarningCount 3 \
    avgSynthCellArea_um2 10.3 \
    dieWidth_um 80 \
    critical_path.slowest_cell "dfrtp_1" \
    die_y_um 80 \
    p_leak_nw 0.298 \
    clockRootBuffer "clkbuf_4" \
    warnings 28 \
    fmax_mhz 637 \
    power_density_nw_per_um2 566 \
    drive_above_1_share 0.129 \
    critPathTopFamily "flip-flops" \
    n_antenna_cell 0 \
    ys_cells 51 \
    grt_overflow 0 \
    slew_headroom 0.731 \
    grt_pass1_wl_um 1690 \
    drt_iter0_drc 29 \
    crit_arrival_ps 1170 \
    synth_cell_types 21 \
    routed_wl_um 1040 \
    final_hold_viol_count 0 \
    core_area_um2 3420 \
    cts_made_buffers 3 \
    hold_class "input port to asynchronous set/reset pin" \
    worstPathRequired_ps 1600 \
    cts_tree "built" \
    clock-sinks 9 \
    grt_max_degree 10 \
    cts_hold_buffers 0 \
    dp_hpwl_um 787 \
    crit_path_end_kind "output port" \
    worst_slew_pin_slew_ps 402 \
    worst-path-max-fanout 6 \
    ys_seq_frac 0.429 \
    cp_num_buf_inv 1 \
    syn_to_final_growth_pct 28.8 \
    num_rows 21 \
    ir_drop_v 0.000323 \
    fin_crit_sh 0.785 \
    boundaryPins 6 \
    totalNegativeSetupSlack_ps 0 \
]
-- placed cells by master, fill, tap and decap left out --
cell type,n
nor4b_1,1
nor3b_4,1
nand3b_1,2
clkdlybuf4s50_1,4
clkbuf_4,3
a211o_2,1
nand2_1,4
o21bai_1,2
clkbuf_1,1
o21ai_0,3
ha_1,5
nand2b_1,1
mux2i_1,2
nand3_1,2
a41oi_1,1
dlymetal6s2s_1,1
a31oi_1,2
a21bo_2,1
buf_4,2
dfrtp_1,9
nor2_1,2
and4b_1,1
a21oi_1,4
a21boi_0,1
a311oi_1,1
inv_1,5
-- metal layers --
metal,up-vias,track usage,share of wire
li1,208,-,-
met5,-,0,0
met2,12,0.0449,0.44
met4,0,0.00704,0.0058
met3,2,0.0227,0.084
met1,197,0.0421,0.47
-- stage by stage --
step	instance area, µm²	hold WS, ps	setup WS [ps]	cells	util
finish	677	432	430	108	0.198
global route	677	453	339	108	0.198
CTS	674	450	51.5	108	0.197
detailed placement	641	502	278	103	0.188
global placement	641	508	308	103	0.188
floorplan	526	104	614	51	-
-- layout make-up --
cell class / count / area [µm²]
fillers: 380 / 2740
multi-input cells: 37 / 282
flip-flops and latches: 9 / 225
repair buffers: 7 / 67.6
well taps: 46 / 57.6
clock buffers: 4 / 26.3
inverters: 5 / 18.8
-- cells by family after synthesis --
family                     count (synthesis)  synth area share
adders and majority gates                  5             0.119
muxes                                      2            0.0381
and+or+nand+nor                           14             0.174
buffers and inverters                      5            0.0357
DFF                                        9             0.429
AOI/OAI and AO/OA                         16             0.205
-- power breakdown --
part / internal (mW) / switching (mW)
sequential: 0.187 / 0.00649
clock: 0.0769 / 0.0635
combinational: 0.0240 / 0.0249
-- worst paths after layout --
path	start	endpoint	slack, ps	cells after the start
min	n_rst	timer_1.count_out[0]	430	1
max	timer_1.count_out[1]	packet_done	430	3
max reg2reg	timer_1.count_out[1]	timer_2.count_out[3]	580	5
min in group clk0	timer_2.count_out[3]	timer_2.rollover_flag	530	1
min reg2reg	timer_2.count_out[3]	timer_2.rollover_flag	530	1
max in group asynchronous	n_rst	timer_1.count_out[2]	1280	1
-- sequential cells by signal, summed over array words and instances, names as in the netlist --
register               cells
timer_2.count_out          4
timer_2.rollover_flag      1
timer_1.count_out          4
-- what timing repair did --
item / CTS / global route
resized: 0 / 1
pin swaps: 0 / 0
gates cloned: 0 / 0
hold endpoints to repair: 0 / 0
buffers inserted: 1 / 0
endpoints found under the setup margin: 1 / 1
-- cells in the mapped netlist (all sizes together) --
master / n / area, µm²
and4b: 1 / 10.0
nand2b: 1 / 6.26
ha: 5 / 62.6
inv: 5 / 18.8
nor4b: 1 / 8.76
a311oi: 1 / 8.76
dfrtp: 9 / 225
a31oi: 2 / 12.5
o21ai: 3 / 15.0
nand3: 2 / 10.0
a21oi: 4 / 20.0
nand3b: 2 / 15.0
a21bo: 1 / 10.0
nor3b: 1 / 18.8
a211o: 1 / 10.0
o21bai: 2 / 15.0
mux2i: 2 / 20.0
a41oi: 1 / 8.76
nor2: 2 / 7.51
nand2: 4 / 15.0
a21boi: 1 / 7.51
-- worst register-to-register path, stage by stage (launching register included) --
cell and delay, ps:
dfrtp_1 430, ha_1 180, nor3b_4 180, buf_4 180
a41oi_1 120, a311oi_1 250
Power figures rest on the tool's default switching activity, not on a simulated workload.
