==> design.v <==
module ahb_lite_slave_cdl
(
    input logic clk, n_rst, hsel, hwrite, rx_data_ready, rx_transfer_active, rx_error, tx_error, tx_transfer_active,
    input logic [3:0] haddr,
    input logic [1:0] htrans, hsize,
    input logic [31:0] hwdata,
    output logic [31:0] hrdata,
    output logic hresp, hready, d_mode, get_rx_data, store_tx_data, clear,
    input logic [2:0] rx_packet,
    input logic [6:0] buffer_occ,
    input logic [7:0] rx_data,
    output logic [7:0] tx_data,
    output logic [2:0] tx_packet 
);
typedef enum logic [2:0] {idle, byte1, byte2, byte3, byte4} state_name;
state_name state;
state_name next_state;
logic [1:0] prev_hsize, prev_htrans;
logic [2:0] next_tx_packet;
logic next_hready, next_hresp, prev_hwrite, prev_hsel, next_clear, next_get_rx_data, next_store_tx_data;
logic [3:0] read_select, write_select, next_write_select, prev_haddr;
logic [31:0] next_hrdata;
logic [7:0] next_tx_data;
assign read_select = haddr;
assign next_write_select = haddr;
always_ff @ (posedge clk, negedge n_rst)
begin
    if (n_rst == 1'b0) begin
        hresp <= 0;
        hrdata <= '0;
        tx_packet <= '0;
        tx_data <= '0;
        clear <= '0;
        prev_hsize <= '0;
        prev_htrans <= '0;
        prev_haddr <= '0;
        prev_hwrite <= '0;
        prev_hsel <= '0;
        hready <= 0;
        state <= idle;
    end
    else begin
        hready <= next_hready;
        hresp <= next_hresp;
        hrdata <= next_hrdata;
        tx_packet <= next_tx_packet;
        tx_data <= next_tx_data;
        clear <= next_clear;
        write_select <= next_write_select;
        prev_hsize <= hsize;
        prev_haddr <= haddr;
        prev_htrans <= htrans;
        prev_hwrite <= hwrite;
        prev_hsel <= hsel;
        state <= next_state;
        get_rx_data <= next_get_rx_data;
        store_tx_data <= next_store_tx_data;
    end
end
always_comb begin
    next_hready = 1;
    next_hresp = 0;
    next_hrdata = hrdata;
    next_get_rx_data = 0;
    next_store_tx_data = 0;
    next_tx_packet = 0;
    next_tx_data = '0;
    next_clear = 0;
    next_state = state;
    if (hready) begin
        if ((prev_haddr == haddr) && (prev_hwrite && ~hwrite)) begin
            next_hrdata = hwdata;
        end
        else if (hsel == 1 && htrans == 2'b10 && hwrite == 0)
        begin
            if (hsize == 2'b00)
            begin
                case(read_select)
                    4'h0, 4'h1, 4'h2, 4'h3 : begin
                                                next_state = byte1;
                                                next_hready = 0;
                                                next_get_rx_data = 1;
                    end
                    4'h4       : next_hrdata = {24'b0, 3'b0, (rx_packet == 3'd6 ? 1 : 0), (rx_packet == 3'd5 ? 1 : 0), (rx_packet == 3'd1 ? 1 : 0),(rx_packet == 3'd2 ? 1 : 0), rx_data_ready};
                    4'h5       : next_hrdata = {16'b0, 6'b0, tx_transfer_active, rx_transfer_active, 8'b0};
                    4'h6       : next_hrdata = {24'b0, 7'b0, rx_error};
                    4'h7       : next_hrdata = {16'b0, 7'b0, tx_error, 8'b0};
                    4'h8       : next_hrdata = {16'b0, 9'b0, buffer_occ};
                    4'h9, 4'ha, 4'hb : begin
                                        next_hready = 0;
                                        next_hresp = 1;
                                    end   
                    4'hc       : next_hrdata = {29'b0, tx_packet};
                    4'hd       : next_hrdata = {31'b0, clear};
                    default    : begin
                                    next_hready = 0;
                                    next_hresp = 1;
                                end
                endcase
            end
            else
            begin
                case(read_select)
                    4'h0, 4'h1, 4'h2, 4'h3 : begin
                                                next_state = byte1;
                                                next_hready = 0;
                                                next_get_rx_data = 1;
                    end
                    4'h4, 4'h5 : next_hrdata = {16'b0, 6'b0, tx_transfer_active, rx_transfer_active, 3'b0, (rx_packet == 3'd6 ? 1 : 0), (rx_packet == 3'd5 ? 1 : 0), (rx_packet == 3'd1 ? 1 : 0),(rx_packet == 3'd2 ? 1 : 0), rx_data_ready};
                    4'h6, 4'h7 : next_hrdata = {16'b0, 7'b0, tx_error, 7'b0, rx_error};
                    4'h8       : next_hrdata = {16'b0, 9'b0, buffer_occ};
                    4'h9, 4'ha, 4'hb : begin
                                        next_hready = 0;
                                        next_hresp = 1;
                                    end 
                    4'hc       : next_hrdata = {29'b0, tx_packet};
                    4'hd       : next_hrdata = {31'b0, clear};
                    default    : begin
                                    next_hready = 0;
                                    next_hresp = 1;
                                end
                endcase
            end    
        end
        else if (prev_hsel == 1 && prev_htrans == 2'b10 && prev_hwrite == 1)
        begin
            case (write_select)
                4'h0, 4'h1, 4'h2, 4'h3 : begin
                                            next_state = byte1;
                                            next_hready = 0;
                                            next_store_tx_data = 1;
                                            next_tx_packet = 3'b001;
                end
                4'hc  : next_tx_packet = hwdata[2:0];
                4'hd  : next_clear = hwdata[8];
                default    : begin
                                next_hready = 0;
                                next_hresp = 1;
                            end
            endcase
        end
    end
    else begin
        case(state)
            byte1  : begin
                        next_state = idle;
                        if (~hwrite) begin
                            next_hrdata[7:0] = rx_data;
                            if (hsize >= 2'b01) begin
                                next_get_rx_data = 1;
                                next_hready = 0;
                                next_state = byte2;  
                            end   
                        end  
                        else if (prev_hwrite) begin
                            next_tx_data = hwdata[7:0];
                            next_tx_packet = 3'b000;
                            if (prev_hsize >= 2'b01) begin
                                next_store_tx_data = 1;
                                next_hready = 0;
                                next_state = byte2; 
                                next_tx_packet = 3'b001; 
                            end   
                        end         
            end
            byte2  : begin
                        next_state = idle;
                        if (~hwrite) begin
                            next_hrdata[15:8] = rx_data;
                            if (hsize >= 2'b10) begin
                                next_get_rx_data = 1;
                                next_hready = 0;  
                                next_state = byte3;  
                            end 
                        end
                        else if (prev_hwrite) begin
                            next_tx_data = hwdata[15:8];
                            next_tx_packet = 3'b000;
                            if (prev_hsize >= 2'b10) begin
                                next_store_tx_data = 1;
                                next_hready = 0;
                                next_state = byte3; 
                                next_tx_packet = 3'b001; 
                            end   
                        end               
            end
            byte3  : begin
                        if (~hwrite) begin
                            next_hrdata[23:16] = rx_data;
                            next_get_rx_data = 1;
                            next_hready = 0;    
                        end   
                        else if (prev_hwrite) begin
                            next_tx_packet = 3'b001;
                            next_tx_data = hwdata[23:16];
                            next_store_tx_data = 1;
                            next_hready = 0;  
                        end    
                        next_state = byte4;  
            end
            byte4  : begin
                        if (~hwrite) 
                            next_hrdata[31:24] = rx_data;  
                        else if (prev_hwrite)
                            next_tx_data = hwdata[31:24];
                            next_tx_packet = 3'b001;
                        next_state = idle;         
            end
        endcase
    end
end
endmodule
==> run.sh <==
#!/bin/bash
# OpenROAD 26Q1-2900-gdf79404cd8, Yosys 0.63+post, stock flow scripts
make -C /OpenROAD-flow-scripts/flow DESIGN_CONFIG=/design/flow/config.mk WORK_HOME=/design/flow/orfs finish
==> config.mk <==
export PLATFORM = sky130hd
export DESIGN_NAME = ahb_lite_slave_cdl
export DESIGN_NICKNAME = ahb_lite_slave_cdl
export VERILOG_FILES = /design/flow/design.v
export SDC_FILE = /design/flow/constraint.sdc
export NUM_CORES = 4
export LEC_CHECK = 1
export CORE_UTILIZATION = 40
==> constraint.sdc <==
current_design ahb_lite_slave_cdl

set clk_period 3.2
set clk_io_pct 0.2

create_clock -name clk0 -period $clk_period [get_ports {clk}]

set non_clock_inputs [all_inputs -no_clocks]
set_input_delay [expr $clk_period * $clk_io_pct] -clock clk0 $non_clock_inputs
set_output_delay [expr $clk_period * $clk_io_pct] -clock clk0 [all_outputs]
==> job_summary.md <==
## Implementation flow summary

| Metric | Value |
|---|---|
| Worst path required time | 3.43 ns |
| Mux share of post-synthesis cell area | 10.29% |
| Total met3 wirelength after detailed routing | 942 um |
| #FFs+latches synth | 66 |
| Fraction of the yosys area taken by sequential cells | 48.85% |
| Syn Area/Cell | 10.62 um2 |
| Detailed-routed wire length on met2 | 4.660 mm |
| Simple-Gate Area Share | 11.45% |
| IO Port Bufs | 114 |
| Power Density | 613.3 nW/um2 |
| DR DRC count | 0 |
| Adder Area Share | 0% |
| Outcome | finished, final reports clean |
| Number of hold buffers added after CTS | 0 |
| GRT Residual Overflow | 0 |
| Area of the die | 8980 um2 |
| CTS Buffer Depth | 2 |
| Tightest Pin Transition | 0.7147 ns |
| Number of routed nets with antenna violations | 0 |
| Post-CTS setup-driven buffer insertion count | 0 |
| Final std cells w/o fill | 552 |
| Fraction of synthesized cell area taken by the top area cell type | 43.62% |
| WL met1 | 4.792 mm |
| Count of inserted antenna diode cells | 0 |
| Gp weighted congestion | 0.9328 |
| Most common logic cells in the final layout | sky130_fd_sc_hd__clkdlybuf4s50_1, sky130_fd_sc_hd__dfrtp_1, sky130_fd_sc_hd__a21oi_1 |
| Portion of the clock cycle consumed by the worst path in the final layout | 78.42% |
| Chip area estimate from yosys synthesis | 3442 um2 |
| Drt first pass iters | 5 |
| Placed cells | 536 |
| Max frequency | 0.3985 GHz |
| Startpoint of the worst register-to-register path | hready |
| End of the worst register-to-register path | hrdata[8] |
| Highest fanout seen on the critical path | 11 |
| Signed area change from the synthesized netlist to the final layout | 42.31% |
| Standard cell core area | 8258 um2 |
| Startpoint types | input port |
| Number of cells on the worst reg-to-reg path | 5 |
| Latency at later pin | 0.34 ns |
| Largest cells by area after synthesis | sky130_fd_sc_hd__dfrtp_1, sky130_fd_sc_hd__mux2i_1, sky130_fd_sc_hd__a21oi_1 |
| Hold Path Class | in2async |
| Setup TNS after final layout | 0 ns |
| Headroom to the max-slew limit | 52.36% |
| Detailed-route wire length | 10.58 mm |
| Most common logic cell in the routed design | sky130_fd_sc_hd__clkdlybuf4s50_1 |
| Cts repair resizes | 0 |
| Final hold vios | 0 |
| Asr flop ratio synth | 90.91% |
| H-tree depth | 3 |
| Global-route usage over all layers | 24.95% |
| Number of top-level pins | 116 |
| Clock tree from TritonCTS | yes |
| Critical path launch point | hwrite |
| Starting DRC count in detailed routing | 274 |
| Routed via count divided by cell count | 5.583 |
| Width of the die | 94.77 um |
| Clock buffer count from CTS | 9 |
| Largest combinational cell category by area | AND-OR/OR-AND gates |
| First-pass GRT wire length | 16.21 mm |
| Largest area contributor in the synthesized netlist | sky130_fd_sc_hd__dfrtp_1 |
| Vias after detailed routing | 3,082 |
| Ys Warns | 2 |
| Number of cell instances after yosys synthesis | 324 |
| IR Drop Worst-Case VDD | 299.8 uV |
| Fraction of layout cells with a size suffix above 1 | 10.96% |
| Setup slack of the most critical reg-to-reg path | 1.23 ns |
| Setup-failing EPs final | 0 |
| Clock tree sinks | 66 |
| Avg WL per Cell | 19.16 um |
| Number of enable flip-flop cells | 6 |
| Tally of unique sky130hd cells used after synthesis | 61 |
| Vertical die dimension | 94.77 um |
| Summed area of non-filler cells in the final layout | 4898 um2 |
| Capturing element of the worst setup path | hrdata[5] |
| Critical path arrival | 2.74 ns |
| Post-synthesis share of cell area spent on xor and xnor gates | 1.018% |
| Placed wire-length estimate after detailed placement | 7.940 mm |
| Std-Cell Rows | 33 |
| Initial antenna violation count | 0 |
| OpenROAD warning count | 25 |
| Yosys aoi share | 21.34% |
| Number of global-route vias before repair | 2,933 |
| Predominant post-synthesis flop cell | sky130_fd_sc_hd__dfrtp_1 |
| Summed instance area of the synthesized netlist | 3442 um2 |
| MaxCap Viol Count | 0 |
| Top sig layer | met4 |
| Setup Skew | 0.006289 ns |
| Critical Path End Type | register |
| Clk pin slew, worst setup/hold paths | 0.07 ns |
| Synthesized instance count | 324 |
| Leakage Power | 2.119 nW |
| Clk root buf | sky130_fd_sc_hd__clkbuf_8 |
| Kind of critical path | in2reg |
| RSZ-0062 raised after global routing | no |
| Number of slew-limit violations in the final report | 0 |
| Post-Place Cell Area | 4681 um2 |
| Initial Utilization | 41.68% |
| Pin count of the biggest net entering global routing | 29 |
| Minimum clock period | 2.510 ns |
## layout make-up
| class | count | area, um2 |
|---|---|---|
| Timing Repair Buffer | 126 | 1226 |
| Inverter | 30 | 112.6 |
| Tap cell | 105 | 131.4 |
| Fill cell | 694 | 3359 |
| Sequential cell | 66 | 1682 |
| Multi-Input combinational cell | 209 | 1529 |
| Clock inverter | 7 | 93.84 |
| Clock buffer | 9 | 123.9 |
## sequential cells by signal, summed over array words and instances, names as in the netlist
register       cells
clear              1
prev_htrans        2
prev_hsel          1
prev_haddr         4
hready             1
write_select       4
tx_packet          3
store_tx_data      1
hrdata            32
state              4
hresp              1
prev_hsize         2
prev_hwrite        1
get_rx_data        1
tx_data            8
## per-stage QoR
stage,util [%],power (mW),worst slack [ns],hold WS (ns)
6_report,59.32,3.004,0.6904,0.2013
5_1_grt,59.32,3.192,0.5316,0.2049
4_1_cts,59.32,3.031,0.7173,0.1847
3_5_place_dp,56.68,2.252,0.3560,0.4844
3_3_place_gp,56.68,2.254,0.3842,0.4753
2_1_floorplan,-,1.602,1.106,0.3444
## cell families after synthesis
group,count (synthesis)
mux,33
compound gates,105
other cells,1
xor+xnor,4
buf+inv,49
simple gates,66
flops,66
## critical path: stages
cell and delay [ns]:
sky130_fd_sc_hd__clkdlybuf4s50_1 0.59, sky130_fd_sc_hd__and4bb_4 0.46, sky130_fd_sc_hd__o211a_1 0.19, sky130_fd_sc_hd__a22o_1 0.19
sky130_fd_sc_hd__or2_0 0.16, sky130_fd_sc_hd__buf_4 0.20, sky130_fd_sc_hd__mux2_4 0.31
## Yosys cell counts, types with 3 or more instances
cell type / n
sky130_fd_sc_hd__nor2b_1: 11
sky130_fd_sc_hd__o211ai_1: 4
sky130_fd_sc_hd__buf_2: 5
sky130_fd_sc_hd__nand2_1: 14
sky130_fd_sc_hd__o21ai_0: 8
sky130_fd_sc_hd__a221oi_1: 3
sky130_fd_sc_hd__edfxtp_1: 6
sky130_fd_sc_hd__inv_1: 30
sky130_fd_sc_hd__nand3b_1: 3
sky130_fd_sc_hd__buf_6: 5
sky130_fd_sc_hd__nor2_1: 12
sky130_fd_sc_hd__mux2_4: 4
sky130_fd_sc_hd__xnor2_1: 4
sky130_fd_sc_hd__a22oi_1: 19
sky130_fd_sc_hd__clkbuf_1: 6
sky130_fd_sc_hd__a221o_1: 5
sky130_fd_sc_hd__mux2i_1: 26
sky130_fd_sc_hd__and2_1: 4
sky130_fd_sc_hd__a21oi_1: 41
sky130_fd_sc_hd__dfrtp_1: 60
sky130_fd_sc_hd__a31oi_1: 3
sky130_fd_sc_hd__nor3_1: 4
## report_power, final
part	internal, mW	leakage (nW)	switching, mW
registers	1.06	0.839	0.229
clock network	0.437	0.105	0.332
logic	0.605	1.17	0.344
total	2.10	2.12	0.904
## worst min-delay path by stage
stage | start | end | depth (start not counted)
after CTS | n_rst | prev_haddr[3] | 1
after global routing | n_rst | clear | 1
final | n_rst | prev_haddr[3] | 1
## layer usage
metal,GRT usage (%),up-vias
met5,0,-
met4,3.535,0
met3,4.657,16
met2,36.03,170
met1,41.31,1481
li1,-,1415
Power and IR drop assume default switching activity.
